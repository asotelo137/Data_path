--- design/flow/run.sh ---
#!/bin/bash
# OpenROAD 26Q1-2900-gdf79404cd8, Yosys 0.63+post, stock flow scripts
make -C /OpenROAD-flow-scripts/flow DESIGN_CONFIG=/design/flow/config.mk WORK_HOME=/design/flow/orfs finish
--- design/flow/config.mk ---
export PLATFORM = sky130hd
export DESIGN_NAME = pc
export DESIGN_NICKNAME = pc
export VERILOG_FILES = /design/flow/design.v
export SDC_FILE = /design/flow/constraint.sdc
export NUM_CORES = 4
export LEC_CHECK = 1
export CORE_AREA = 10 10 76 76
export DIE_AREA = 0 0 86 86
--- design/flow/constraint.sdc ---
current_design pc

set clk_period 1.1
set clk_io_pct 0.2

create_clock -name clk0 -period $clk_period [get_ports {clk}]

set non_clock_inputs [all_inputs -no_clocks]
set_input_delay [expr $clk_period * $clk_io_pct] -clock clk0 $non_clock_inputs
set_output_delay [expr $clk_period * $clk_io_pct] -clock clk0 [all_outputs]
--- design/flow/design.v ---
`timescale 1ns / 1ps
module pc(clk, rst, enable, in, address);
input clk;
input rst;
input enable;
input [15:0] in;
output reg [15:0] address;
always @(posedge clk or negedge rst)
begin
	if (!rst) begin
		address <= 0;
	end
	else if (!enable) begin
		address <= in;
	end
	else begin
		address <= address;
	end
end
endmodule
==> qor.csv <==
metric,value,unit
status,"finished, final reports clean",
number of flip-flops in the largest register,16,
Largest regs,address (16),
worst hold path class,primary input to async pin,
clock skew,0,ps
setup TNS,0,ps
CP max stage delay,380,ps
vias in the first global route,536,
yosys stat area,649,um^2
most frequent logic cell in the layout,clkdlybuf4s50_1,
"Hold Vio Cnt, Final",0,
Rows,23,
setup slack after layout,62.3,ps
Placed Area,0.00105,mm^2
DR iter-0 viols,11,
xor/xnor cell area share of the yosys netlist,0,%
Final Cell Area,0.00120,mm^2
maximum VDD drop,613,uV
antenna violations before repair,0,
Power Total,1.43,mW
Root Driver,clkbuf_8,
Num Clock Sinks,16,
Finished Core Util,29.1,%
min Tclk post-route,1040,ps
"Cell Chain, Critical Path",clkdlybuf4s15_1,
Synth mux share,33.5,%
largest delay contributor family on the critical path,flip-flops,
"Hold-fix buffers, CTS",0,
clk slew on worst S/H paths,60,ps
WP data required,880,ps
Worst-Margin Slew,210,ps
max cap viols,0,
simple share,0,%
antenna-violating nets left,0,
global-route wire length before repair,2710,um
Latency at later pin,240,ps
GP Congestion,0.740,
Comb gate area,218,um^2
Synth Warn #,1,
chip area,0.00740,mm^2
Leak,0.541,nW
Worst slew margin,86.0,%
Tcrit/Tclk final,94.3,%
crit path launch type,register,
f_max,964,MHz
CP Max Fanout,2,
H-tree depth,1,
"Distinct cells, synth",5,
"Seq/Total Area, Yosys",61.7,%
CTS tree,built,
Final setup viols,0,
Slew Limit Fails,0,
synthesized cell area,649,um^2
# IOs,35,
unrepaired setup endpoints after global routing,false,
CP max stage cell,dfrtp_1,
most frequent cells in the layout,"clkdlybuf4s50_1 (17), dfrtp_1 (16), clkdlybuf4s15_1 (16)",
Arrival @ worst endpoint,820,ps
Port Buffers,34,
FILL cells,404,
Bufs on Longest Clock Path,2,
drc violations,0,
ANT cells,0,
fp_density,15.8,%
1st-pass router iterations,2,
CP Capture Type,primary output,
Synth Area in Compound Gates,0,%
largest net degree at the start of global routing,17,
total congestion overflow,0,
Area Overhead vs Synth,84.2,%
Core Region,0.00412,mm^2
via count,453,
Gate Count Post-Synth,34,
die height,86,um
Crit Path Category,register to primary output,
Biggest register,address,
number of CTS-inserted buffers,3,
routed vias/inst,3.43,
CP Buf/Inv Count,1,
Dominant comb cell,multiplexers,
layout cells sized above 1,39.0,%
area share of fa/ha/maj cells after synthesis,0,%
Yosys reg bits,16,
syn_area_per_cell,19.1,um^2
WL per Instance,13.2,um
tool warning count,25,
number of cells in Yosys stat,34,
Total Routed Length,1740,um
pwr dens,1190,mW/mm^2
Die X,86,um
HPWL Detailed,1240,um
overall routing resource usage,4.68,%
Place WS,-279,ps
FF+latch area,400,um^2
-- layout make-up --
type	count	area share [%]
well taps	50	5.23
flip-flops and latches	16	33.5
repair buffers	47	39.6
clock buffers	3	3.45
multi-input cells	16	18.2
-- Yosys cell counts, drive strengths merged --
cell type | number | area share (%)
mux2 | 16 | 34
dfrtp | 16 | 62
buf | 2 | 4.8
-- per-stage QoR --
stage / cells / hold WS (ps)
floorplan: 34 / -75.6
global placement: 118 / 491
detailed placement: 118 / 492
CTS: 128 / 302
global route: 132 / 316
finish: 132 / 307
-- power by group --
group / switching (mW) / internal [mW] / total, mW
combinational: 0.0746 / 0.260 / 0.335
clock: 0.172 / 0.242 / 0.414
sequential: 0.0296 / 0.648 / 0.678
-- cell families after synthesis --
kind of cell / Yosys count
buffers and inverters: 2
multiplexers: 16
flip-flops: 16
-- path summary, 6_finish.rpt --
path                              from           to  slack [ps]  cells after the start
min in group clk0           address[0]   address[0]         510                      1
max in group asynchronous          rst   address[9]         610                      2
max                        address[15]  address[15]          60                      1
min reg2reg                 address[0]   address[0]         510                      1
max reg2reg                 address[8]   address[8]         130                      3
min                                rst  address[14]         310                      2
-- what timing repair did --
item                       in CTS  in global routing
gates resized                  19                 14
pin swaps                       0                  0
setup endpoints to repair      22                 14
gates cloned                    1                  0
buffers inserted                6                  4
-- routing by layer --
metal | wire (um) | GRT usage (%) | part of all wire [%]
met2 | 690 | 6.49 | 40
met5 | 0 | 0 | 0
met1 | 782 | 6.09 | 45
met4 | 0 | 0 | 0
met3 | 268 | 3.43 | 15
-- worst reg2reg max path: cells and delay by family (launching register included) --
| family | cells | cell delay (ps) |
|---|---|---|
| multiplexers | 1 | 250 |
| flip-flops | 1 | 370 |
| buffers and inverters | 2 | 250 |
Power and IR drop assume default switching activity.
