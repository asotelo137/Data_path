[/design/flow/run.sh]
#!/bin/bash
# OpenROAD 26Q1-2900-gdf79404cd8, Yosys 0.63+post, stock flow scripts
make -C /OpenROAD-flow-scripts/flow DESIGN_CONFIG=/design/flow/config.mk WORK_HOME=/design/flow/orfs finish
[/design/flow/config.mk]
export PLATFORM = sky130hd
export DESIGN_NAME = adder
export DESIGN_NICKNAME = adder
export VERILOG_FILES = /design/flow/design.v
export SDC_FILE = /design/flow/constraint.sdc
export NUM_CORES = 4
export LEC_CHECK = 1
export CORE_AREA = 10 10 70 70
export DIE_AREA = 0 0 80 80
[/design/flow/constraint.sdc]
current_design adder

set clk_period 7.1
set clk_io_pct 0.2

create_clock -name clk0 -period $clk_period

set non_clock_inputs [all_inputs -no_clocks]
set_input_delay [expr $clk_period * $clk_io_pct] -clock clk0 $non_clock_inputs
set_output_delay [expr $clk_period * $clk_io_pct] -clock clk0 [all_outputs]
[/design/flow/design.v]
`timescale 1ns / 1ps
module adder(cin, a, b, cout, r);
input cin;
input [15:0] a;
input [15:0] b;
output cout;
output [15:0] r;
assign {cout, r} = a + b + cin;
endmodule
==> results.txt <==
The run has ended; figures from its reports follow.

The overflow left after global routing came out at 0. The area occupied by registers is 0 sq um. The count of endpoints failing hold in the final timing report is 0.

The layout sequential cell count is 0. The horizontal extent of the die came out at 80 microns. The post-route antenna net violation count came out at 0. The signal arrival time at the worst endpoint came out at 4.34 ns. The number of cells reported by Yosys stat comes to 89. The post-synth area from yosys stat is 733 sq um.

The final timing summary puts the cycle share of the worst path at 81.2%. The layout report lists the multi-input gate area as 718 sq um. The placed wire-length estimate after detailed placement came out at 2160 microns. The relative area change from synthesis to final layout came out at 76.1%. The data required time of the critical path is 5.68 ns. The worst setup path category is in -> out.

The via count of the routed design is 818. The floorplan step defined a core boundary enclosing 3420 sq um. The worst-case max-slew headroom was logged as 78.8%. Setup repair after global routing left no endpoint under its margin. The final layout report lists a filler cell count of 362. The height of the die came out at 80 microns. The run finished with clean final reports.

The number of violations reported at the end of detailed-routing iteration 0 is 45. The placed instance area is 1290 sq um. In the layout the commonest cells are sky130_fd_sc_hd__clkdlybuf4s50_1, sky130_fd_sc_hd__ha_1, sky130_fd_sc_hd__a21oi_1, sky130_fd_sc_hd__xnor2_1, sky130_fd_sc_hd__xor2_1. The post-synthesis cell count is 89. The script extracted a total leakage power of 0.000526 uW. The power per cell area came out at 96.5 nW/um^2.

The overall power after layout is 125 uW. The worst vdd rail ir drop came out at 37.3 uV. The antenna diode instance count is 0.

The distinct cell type count after synthesis came out at 31. The delay of the slowest cell on the worst path came out at 0.49 ns. The highest clock rate is 173 MHz. After clock tree synthesis, the setup repair step added 0 buffers. The mean instance size in the synthesized netlist is 8.24 sq um. Summing all non-filler instances in the final layout gives an area of 1290 sq um. The fraction of final layout cells sized beyond drive strength 1 is 7.91%. The first-pass iteration count of the detailed router is 3. The end-of-flow timing check tallies setup violations at 0. The worst setup path is captured at an output pin. In this run the critical path is formed by clkdlybuf4s50_1 -> fa_1 -> fa_1 -> a21oi_2 -> o21ai_2 -> a2111oi_2 -> o31ai_1 -> a21oi_1 -> xnor2_1 -> clkdlybuf4s50_1. The total routed wirelength is 2340 microns. The warning total across the stage logs is 32.

The row count came out at 21. STA reports the tightest min-delay check as being of type in -> out. The number of global-route vias before repair came to 825.

The vias per cell is 4.42. The largest net degree at the start of global routing came out at 7. The DRC violations left came out at 0. Counting only logic cells after layout, the most numerous master is sky130_fd_sc_hd__clkdlybuf4s50_1. For this run, the share of the core covered by cells in the final layout is 37.8%. The Yosys warning count is 0. The aggregate negative setup slack came out at 0 ns.

The routed length per instance came out at 12.6 microns. Pin placement for this block handled 50 I/O pins. The starting density of the core is 21.5%. The first global-routing pass estimated 3770 microns of wire. The count of hold-fix buffers inserted at cts came out at 0. The worst setup path is launched from an input port. The count of buffers inserted at the top-level ports came out at 50.

The total standard cell area after synthesis is 733 sq um. The total routing resource utilization after global routing is 6.94%. The area share of the largest cell type after synthesis is 25.6%. The sequential cell area fraction in the yosys report came out at 0%. The worst-margin pin slew is 0.315 ns. The number of gates resized after CTS was 0. The total count of max-transition violations in the final report is 0. Across the run, the number of max-cap violations was 0. The layout clock buffer count is 0. The main area contributors are sky130_fd_sc_hd__ha_1, sky130_fd_sc_hd__xnor2_1, sky130_fd_sc_hd__a21oi_1. The total die area is 6400 sq um. The slowest stage of the critical path belongs to the cell sky130_fd_sc_hd__clkdlybuf4s50_1. The routability congestion estimate from global placement is 0.769. The maximum net fanout on the critical path came out at 2.

The final period demand of the worst path is 5.76 ns. The number of antenna violations at the first check in global routing is 0. Per the synthesis report, the dominant area consumer among library cells is sky130_fd_sc_hd__ha_1.
==> critical path: cells and delay by family <==
| kind | cells | cell delay, ns |
|---|---|---|
| AND-OR/OR-AND | 5 | 0.99 |
| buffers and inverters | 2 | 0.92 |
| adder cells (fa/ha/maj) | 2 | 0.90 |
| XOR/XNOR | 1 | 0.13 |
==> synth_stat cells, drive strengths merged <==
cell,number
a21oi,12
and3,1
ha,15
o21a,2
o221ai,1
nand3,3
xor2,5
o21bai,3
inv,4
nor2,3
xnor2,9
nand2b,2
a21o,5
a211oi,1
o21ai,7
nor2b,1
o2bb2ai,1
o31ai,2
and4,1
a31oi,1
or2,1
nand2,4
fa,2
a2111oi,1
a211o,1
a221o,1
==> worst paths after layout <==
path               from  slack [ns]  cells after the start  endpoint
setup / recovery   a[0]        1.34                     10     r[10]
hold / removal    b[15]        3.92                      4     r[15]
==> layout make-up <==
type | count | area share (%)
multi-input cells | 85 | 55.6
repair buffers | 50 | 38.8
inverters | 4 | 1.16
well taps | 46 | 4.46
==> power breakdown <==
group / switching [uW] / internal [uW]
Clock: 0 / 0
Combinational: 44.3 / 80.4
Sequential: 0 / 0
==> kinds of logic (layout without fill, tap and decap cells) <==
kind of cell,Yosys count,after routing,share of synthesized area [%]
compound gates,38,38,39.1
fa+ha+maj,17,17,31.1
simple gates,16,16,11.1
xor+xnor,14,14,16.7
buf+inv,4,54,2.05
==> stage by stage <==
step | setup WS [ns] | hold slack, ns | cells
floorplan | 2.37 | 2.94 | 89
global placement | 1.31 | 3.93 | 185
detailed placement | 1.30 | 3.93 | 185
CTS | 1.29 | 3.93 | 185
global route | 1.13 | 3.94 | 185
finish | 1.34 | 3.92 | 185
==> metal layers <==
layer / GRT usage, % / share of wire, % / vias to the layer above
met5: 0 / 0 / -
met4: 0 / 0 / 0
met3: 0.909 / 5.0 / 0
met2: 12.2 / 49 / 18
met1: 9.28 / 46 / 363
li1: - / - / 437
Power figures rest on the tool's default switching activity, not on a simulated workload.
