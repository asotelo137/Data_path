--- /design/flow/run.sh ---
#!/bin/bash
# OpenROAD 26Q1-2900-gdf79404cd8, Yosys 0.63+post, stock flow scripts
make -C /OpenROAD-flow-scripts/flow DESIGN_CONFIG=/design/flow/config.mk WORK_HOME=/design/flow/orfs finish
--- /design/flow/config.mk ---
export PLATFORM = sky130hd
export DESIGN_NAME = muxA
export DESIGN_NICKNAME = muxA
export VERILOG_FILES = /design/flow/design.v
export SDC_FILE = /design/flow/constraint.sdc
export NUM_CORES = 4
export LEC_CHECK = 1
export CORE_AREA = 10 10 70 70
export DIE_AREA = 0 0 80 80
--- /design/flow/constraint.sdc ---
current_design muxA

set clk_period 1.0
set clk_io_pct 0.2

create_clock -name clk0 -period $clk_period

set non_clock_inputs [all_inputs -no_clocks]
set_input_delay [expr $clk_period * $clk_io_pct] -clock clk0 $non_clock_inputs
set_output_delay [expr $clk_period * $clk_io_pct] -clock clk0 [all_outputs]
--- /design/flow/design.v ---
`timescale 1ns / 1ps
module muxA(a,b,c,select );
input select;
input [15:0]a,b;
output reg [15:0]c;
always @(*)
	begin
	if(select == 0)
		begin	
			c =a;
		end
	else if(select == 1)
		begin
			c = b;
		end
	else 
		begin
			c = 0;
		end
end
endmodule
==> results.json <==
{
  "outcome": "complete, but fails checks",
  "violations": "negative setup slack",
  "die_h_microns": 80,
  "holdBufCountCts": 0,
  "power_uw": 300.9,
  "ff_count": 0,
  "cap_violations": 0,
  "path_max_fanout": 8,
  "post-route-min-period_ns": 1.056,
  "slowest_delay_ns": 0.30,
  "grt_max_degree": 9,
  "coreArea_sq_mm": 0.003416,
  "crit_chain": "buf_12 > buf_12 > mux2_4 > buf_6",
  "drc": 0,
  "area_growth_pct": 219.1,
  "grt_antenna_before_repair": 0,
  "fin_ws_ns": -0.05644,
  "globalRoute.totalOverflow": 0,
  "nClkBuffers": 0,
  "num-fill-cells": 374,
  "max_slew.worst_pin.slew_ns": 0.07103,
  "dr_total_vias": 359,
  "cp.arrival_ns": 0.86,
  "drive_above_1_share": 0.5224,
  "warnings": 34,
  "rows": 21,
  "regArea_sq_um": 0,
  "grt_pass1_wl_mm": 2.187,
  "rsz0062_at_grt": "true",
  "setup_viol": 16,
  "fmax_mhz": 946.6,
  "num_antenna_cells": 0,
  "grt_pass1_vias": 430,
  "portBuffers": 49,
  "yosysWarnings": 1,
  "postSynthCellCount": 18,
  "min_period_over_period": 1.056,
  "track_usage": 0.04202,
  "ys_cells": 18,
  "first_pass_iters": 2,
  "worst_slew_margin_rel": 0.9527,
  "crit_path_end_kind": "output pin",
  "final_cells": 113,
  "dieWidth_microns": 80,
  "syn-cell-area_sq_um": 249.0,
  "initCoreUtil": 0.07289,
  "layout_top_cells": "32 x dlygate4sd2_1, 16 x mux2_4, 11 x buf_6",
  "final_area_sq_um": 794.5,
  "placed_area_sq_um": 785.8,
  "cp.required_ns": 0.80,
  "gp_congestion": 0.8145,
  "logic_area_sq_um": 240.2,
  "crit_type": "in -> out",
  "syn_avg_cell_area_sq_um": 13.83,
  "ant_nets": 0,
  "dieArea_sq_mm": 0.006400,
  "drt_iter0_markers": 2,
  "drv_slew": 0,
  "final_util": 0.2326,
  "avgViaCountPerCell": 3.177,
  "hold_viol": 0,
  "peakVddDrop_uv": 150.6,
  "drt_wl_total_mm": 1.405,
  "postSynthSeqShare": 0,
  "tns_ns": -0.8165,
  "place_inst": 112,
  "dp_hpwl_mm": 1.222,
  "yosysUniqueCellTypes": 4,
  "routedWlPerCell_microns": 12.43,
  "power_density_mw_per_mm2": 378.8,
  "crit_slowest_cell": "mux2_4",
  "ys_area_sq_um": 249.0,
  "ios": 49,
  "p_leak_uw": 0.0004174,
  "lay_top_count": "dlygate4sd2_1",
  "cp-start-kind": "primary input",
  "hold_path.class": "in -> out",
  "cpMostUsedCell": "buf_12"
}
## layout make-up
type / instances / share of cell area
multi-input cells: 16 / 0.3024
well taps: 46 / 0.07244
repair buffers: 51 / 0.6252
## through the flow
step	worst slack [ns]	hold slack, ns
finish	-0.05644	0.7936
global route	-0.07116	0.8119
CTS	-0.06019	0.8008
detailed placement	-0.8529	1.436
global placement	-0.8457	1.437
floorplan	0.07249	0.4977
## report_power, final
| part | switching [uW] | internal, uW |
|---|---|---|
| sequential | 0 | 0 |
| clock | 0 | 0 |
| combinational | 67.4 | 234 |
| total | 67.4 | 234 |
## worst paths after layout
| kind | startpoint | endpoint | slack [ns] | depth (start not counted) |
|---|---|---|---|---|
| worst min-delay path | a[5] | c[5] | 0.79 | 3 |
| worst max-delay path | select | c[14] | -0.06 | 4 |
## layer usage
layer | share of wire | vias up | global-route usage | wire (microns)
met5 | 0 | - | 0 | 0
met2 | 0.24 | 49 | 0.04494 | 337
met1 | 0.53 | 143 | 0.06394 | 738
met4 | 0 | 0 | 0 | 0
li1 | - | 167 | - | -
met3 | 0.23 | 0 | 0.03295 | 329
## worst max-delay path: cells and delay by family
family | cells | cell delay, ns
muxes | 1 | 0.30
buffers and inverters | 3 | 0.36
## cells by family after synthesis
| family | synth area share |
|---|---|
| buffers and inverters | 0.1256 |
| multiplexers | 0.8743 |
## synth_stat cells
cell	n	area share
buf_12	1	0.080
buf_6	1	0.045
mux2_2	6	0.27
mux2_4	10	0.60
## timing repair
item | CTS | global route
endpoints found under the setup margin | 16 | 16
resized | 102 | 5
gates cloned | 1 | 0
buffers inserted | 0 | 0
